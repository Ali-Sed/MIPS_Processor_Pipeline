## config.mk

```make
export PLATFORM = sky130hd
export DESIGN_NAME = PC_reg
export DESIGN_NICKNAME = PC_reg
export VERILOG_FILES = /design/flow/design.v
export SDC_FILE = /design/flow/constraint.sdc
export NUM_CORES = 4
export LEC_CHECK = 1
export CORE_AREA = 10 10 101 101
export DIE_AREA = 0 0 111 111
```

## constraint.sdc

```tcl
current_design PC_reg

set clk_period 1.0
set clk_io_pct 0.2

create_clock -name clk0 -period $clk_period [get_ports {clk}]

set non_clock_inputs [all_inputs -no_clocks]
set_input_delay [expr $clk_period * $clk_io_pct] -clock clk0 $non_clock_inputs
set_output_delay [expr $clk_period * $clk_io_pct] -clock clk0 [all_outputs]
```

## design.v

```verilog
module  Inst_mem ( Address , Inst_mem_out );
	reg [31:0] Inst_mem_data [0:1023];
	input [31:0] Address ;
	output [31:0] Inst_mem_out;
initial begin
Inst_mem_data [0]=32'b00000000000000000000000000000000;
Inst_mem_data [1]=32'b10000000000000010000011000001010; 
Inst_mem_data [2]=32'b00000100000000010001000000000000; 
Inst_mem_data [3]=32'b00001100000000010001100000000000; 
Inst_mem_data [4]=32'b00010100010000110010000000000000;  
Inst_mem_data [5]=32'b10000100011001010001101000110100;  
Inst_mem_data [6]=32'b00011000011001000010100000000000;  
Inst_mem_data [7]=32'b00011100101000000011000000000000;  
Inst_mem_data [8]=32'b00011100100000000101100000000000;  
Inst_mem_data [9]=32'b00001100101001010010100000000000;  
Inst_mem_data [10]=32'b10000000000000010000010000000000;  
Inst_mem_data [11]=32'b10010100001000100000000000000000; 
Inst_mem_data [12]=32'b10010000001001010000000000000000; 
Inst_mem_data [13]=32'b10100000101000000000000000000001; 
Inst_mem_data [14]=32'b00100000101000010011100000000000; 
Inst_mem_data [15]=32'b00100000101000010000000000000000; 
Inst_mem_data [16]=32'b00100100011001000011100000000000; 
Inst_mem_data [17]=32'b10010100001001110000000000010100; 
Inst_mem_data [18]=32'b00101000011001000100000000000000; 
Inst_mem_data [19]=32'b00101100011001000100100000000000; 
Inst_mem_data [20]=32'b00110000011001000101000000000000; 
Inst_mem_data [21]=32'b10010100001000110000000000000100; 
Inst_mem_data [22]=32'b10010100001001000000000000001000; 
Inst_mem_data [23]=32'b10010100001001010000000000001100; 
Inst_mem_data [24]=32'b10010100001001100000000000010000; 
Inst_mem_data [25]=32'b10010000001010110000000000000100; 
Inst_mem_data [26]=32'b10010100001010110000000000011000; 
Inst_mem_data [27]=32'b10010100001010010000000000011100; 
Inst_mem_data [28]=32'b10010100001010100000000000100000; 
Inst_mem_data [29]=32'b10010100001010000000000000100100; 
Inst_mem_data [30]=32'b10000000000000010000000000000011; 
Inst_mem_data [31]=32'b10000000000001000000010000000000; 
Inst_mem_data [32]=32'b10000000000000100000000000000000; 
Inst_mem_data [33]=32'b10000000000000110000000000000001; 
Inst_mem_data [34]=32'b10000000000010010000000000000010; 
Inst_mem_data [35]=32'b00101000011010010100000000000000; 
Inst_mem_data [36]=32'b00000100100010000100000000000000; 
Inst_mem_data [37]=32'b10010001000001010000000000000000; 
Inst_mem_data [38]=32'b10010001000001101111111111111100; 
Inst_mem_data [39]=32'b00001100101001100100100000000000; 
Inst_mem_data [40]=32'b10000000000010101000000000000000; 
Inst_mem_data [41]=32'b10000000000010110000000000010000; 
Inst_mem_data [42]=32'b00101001010010110101000000000000; 
Inst_mem_data [43]=32'b00010101001010100100100000000000; 
Inst_mem_data [44]=32'b10100001001000000000000000000010; 
Inst_mem_data [45]=32'b10010101000001011111111111111100; 
Inst_mem_data [46]=32'b10010101000001100000000000000000; 
Inst_mem_data [47]=32'b10000000011000110000000000000001; 
Inst_mem_data [48]=32'b10100100001000111111111111110001; 
Inst_mem_data [49]=32'b10000000010000100000000000000001; 
Inst_mem_data [50]=32'b10100100001000101111111111101110; 
Inst_mem_data [51]=32'b10000000000000010000010000000000; 
Inst_mem_data [52]=32'b10010000001000100000000000000000; 
Inst_mem_data [53]=32'b10010000001000110000000000000100; 
Inst_mem_data [54]=32'b10010000001001000000000000001000; 
Inst_mem_data [55]=32'b10010000001001000000001000001000; 
Inst_mem_data [56]=32'b10010000001001000000010000001000; 
Inst_mem_data [57]=32'b10010000001001010000000000001100; 
Inst_mem_data [58]=32'b10010000001001100000000000010000; 
Inst_mem_data [59]=32'b10010000001001110000000000010100; 
Inst_mem_data [60]=32'b10010000001010000000000000011000; 
Inst_mem_data [61]=32'b10010000001010010000000000011100; 
Inst_mem_data [62]=32'b10010000001010100000000000100000; 
Inst_mem_data [63]=32'b10010000001010110000000000100100; 
Inst_mem_data [64]=32'b10101000000000001111111111111111; 
end
	assign Inst_mem_out = Inst_mem_data[Address>>2];
endmodule
module PC_inc ( PC , PC_inc_out);
	input [31:0] PC;
	output [31:0] PC_inc_out;
	assign PC_inc_out = PC + 4;
endmodule	
module PC_reg (clk , rst , PC , PC_out , Freeze);
	input clk ,rst , Freeze;
	input [31:0] PC;
	output reg [31:0] PC_out;
	always @(posedge clk) begin
		if (rst)
			PC_out <=32'b0;
		else if(Freeze)
			PC_out <= PC_out ;
		else 
			PC_out <= PC;
	end
endmodule
module Mux2to1_5bit ( In1 , In2 , Sel , Out);
	input [4:0] In1 , In2;
	input Sel;
	output [4:0] Out;
	assign Out = (Sel == 1'b0) ? In1 : (Sel == 1'b1)? In2 : 5'bZ;
endmodule
module Mux2to1_32bit ( In1 , In2 , Sel , Out);
	input [31:0] In1 , In2;
	input Sel;
	output [31:0] Out;
	assign Out = (Sel == 1'b0) ? In1 : (Sel == 1'b1)? In2 : 31'bZ;
endmodule
module Sign_extend ( In , Out);
	input [15:0] In;
	output reg [31:0] Out;
	integer i;
	always @ (*)
	begin 
		for ( i=16 ; i<32 ; i = i+1 )
		begin 
			Out [i] = In[15];
			Out [i-16] = In[i-16];
		end
	end
endmodule
module Control_unit (Opcode , IS_IMM , EXE_CMD , WB_EN , MEM_R , MEM_W, BR_type , Forward_Dest_EN);
	input [5:0] Opcode;
	output reg IS_IMM, WB_EN , MEM_R , MEM_W;
	output reg [1:0] BR_type ;
	output reg [3:0] EXE_CMD;
	output reg Forward_Dest_EN;
	always @ (*)
	begin 
		{WB_EN , MEM_R , MEM_W , IS_IMM} = 4'b0000;
		BR_type = 2'b0;
		EXE_CMD = 4'b0000;
		Forward_Dest_EN =0;
		case (Opcode)
		0: begin 
			EXE_CMD = 4'bXXXX;  
			end
		1: begin 
			EXE_CMD = 4'b0000;  
			WB_EN = 1;
			end
		3: begin
			EXE_CMD = 4'b0010;  
			WB_EN = 1;
			end		 
		5:begin 
			EXE_CMD = 4'b0100;  
			WB_EN = 1;
			end
		6: begin 
			EXE_CMD = 4'b0101;  
			WB_EN = 1;
			end
		7: begin
			EXE_CMD = 4'b0110;  
			WB_EN = 1;
			end
		8: begin
			EXE_CMD = 4'b0111;  
			WB_EN = 1;
			end
		9:begin
			EXE_CMD = 4'b1000;  
		 	WB_EN = 1;
			end
		10:begin 
			EXE_CMD = 4'b1000;  
			WB_EN = 1;
			end
		11: begin
			EXE_CMD = 4'b1001;  
			WB_EN = 1;
			end
		12:begin
			EXE_CMD = 4'b1010;  
			WB_EN = 1;
			end
		32:begin
			EXE_CMD = 4'b0000;  
			WB_EN = 1;
			IS_IMM = 1;
			end
		33:begin 
			EXE_CMD = 4'b0010;  
			WB_EN = 1;
			IS_IMM = 1;
			end
		36:begin 
			EXE_CMD = 4'b0000;  
			MEM_R = 1;
			IS_IMM =1 ;
			WB_EN =1;
			end
		37:begin
			EXE_CMD = 4'b0000;  
			MEM_W = 1;
			IS_IMM = 1;
			Forward_Dest_EN = 1;
			end
		40:begin 
			EXE_CMD = 4'bXXXX;
			IS_IMM = 1;
			BR_type =2'b01;
			end
		41:begin
			EXE_CMD = 4'bXXXX;
			IS_IMM = 1;
			BR_type = 2'b10;
			Forward_Dest_EN = 1;
		end
		42:begin
			EXE_CMD = 4'bXXXX;
			IS_IMM = 1 ;
			BR_type = 2'b11;
		end
		endcase
	end
endmodule
module ALU(Val1, Val2, EXE_CMD, ALU_result);
  input signed [31:0] Val1, Val2;
  input [3:0] EXE_CMD;
  output reg [31:0]ALU_result;
  always @(*) begin
		ALU_result = 32'b0;
		case (EXE_CMD)
		4'b0000: begin 
			ALU_result = Val1 + Val2; 
			end
		4'b0010: begin 
			ALU_result = Val1 - Val2;  
			end
		4'b0100: begin
			ALU_result = Val1 & Val2; 
			end		 
		4'b0101:begin 
			ALU_result = Val1 | Val2;
			end
		4'b0110: begin 
			ALU_result = ~(Val1 | Val2);
			end
		4'b0111: begin
			ALU_result = Val1 ^ Val2;
			end
		4'b1000: begin
			ALU_result = Val1 << Val2;
			end
		4'b1001:begin
			ALU_result = Val1 >>> Val2;
			end
		4'b1010:begin 
			ALU_result = Val1 >> Val2;
			end
		endcase
	end
endmodule
```

## run.sh

```bash
#!/bin/bash
# OpenROAD 26Q1-2900-gdf79404cd8, Yosys 0.63+post, stock flow scripts
make -C /OpenROAD-flow-scripts/flow DESIGN_CONFIG=/design/flow/config.mk WORK_HOME=/design/flow/orfs finish
```

==> flow_summary_export.csv <==
group,metric,value,unit
route,antenna_cells,0,
floorplanning,initial_core_util,0.143,
logic_synthesis,syn_avg_cell_area,11.3,um^2
timing,finClkSkew,0,ps
placement,dpl_worst_slack,-108,ps
floorplanning,dieHeight,111,um
worst_setup_path,worst-r2r-setup-slack,290,ps
timing,min_period,960,ps
route,drt_iter0_drc,18,
clock_tree,clkSlewWorstSetupHoldPaths,70,ps
pwr,p_leak,0.906,nW
worst_setup_path,crit_required,800,ps
global_route,grt_pass1_vias,966,
pwr,power.density,1450,nW/um^2
global_route,grt_max_degree,33,
clock_tree,cts_buffers,5,
flow_run,warnings,25,
worst_setup_path,endpoint_kind,"output port",
clock_tree,cts_tree,"built",
route,drtPass1Iterations,4,
worst_setup_path,cp_cell_sequence,"clkdlybuf4s15_1",
pwr,ir_drop,0.000359,V
pwr,p_sw,0.637,mW
worst_setup_path,worst-path-buf-inv,1,
floorplanning,die_area,12300,um^2
timing,max_freq,1040,MHz
placement,gp_congestion,0.713,
timing,final_max_slew_viol_count,0,
logic_synthesis,yosys_warnings,3,
placement,portBuffers,66,
clock_tree,h-tree-depth,2,
pwr,pwr-share-comb,0.142,
logic_synthesis,synth_cell_types,6,
pwr,finalPower,2.82,mW
logic_synthesis,synth_flops,32,
route,viasPerCell,3.30,
clock_tree,clock_latency,270,ps
run_status,status,"completed",
timing,fin_crit_sh,0.960,
timing,setup_ws,40.5,ps
global_route,overflow,0,
min_path,hold_path_class,"input port to flop",
placement,dp_hpwl,2480,um
route,drcViolationCount,0,
global_route,antenna_found_initial,0,
pwr,internal_power,2.18,mW
logic_synthesis,top_area_frac,0.551,
final_layout,largestRegisters,"PC_out: 32 flops",
worst_setup_path,cp-startpoint,"PC_out[6]",
clock_tree,cts_root_buf,"clkbuf_8",
timing,hold_viol,0,
logic_synthesis,syn_area,1160,um^2
logic_synthesis,ys_area,1160,um^2
final_layout,fill_cells,861,
clock_tree,cts_num_sinks,32,
worst_setup_path,max_stage_delay,320,ps
worst_setup_path,cp_max_fo,2,
floorplanning,core,8130,um^2
worst_setup_path,cp_top_family,"flip-flops",
pwr,p_seq_frac,0.496,
route,drt-total-wl,3320,um
timing,rsz0062_at_grt,"no",
timing,finalSetupViolCount,0,
logic_synthesis,yosys.stat.seqShare,0.551,
timing,tns,0,ps
final_layout,drive_gt1_frac,0.441,
pwr,clkPwrFrac,0.362,
floorplanning,rows,33,
timing,slew_headroom,0.900,
route,routedWlPerCell,11.8,um
final_layout,layout_top_cell_excl_fill_tap,"clkdlybuf4s50_1",
route,via_count,932,
final_layout,area.sequential,681,um^2
flow_run,maxCapViolations,0,
pwr,p_sw_frac,0.226,
global_route,grt_usage,0.0500,
floorplanning,ios,67,
final_layout,max_flop_register,"PC_out",
final_layout,largest_reg_flops,32,
floorplanning,die_w,111,um
clock_tree,clk_path_buf_depth,2,
min_path,hp-start,"Freeze",
final_layout,area_delta_synth_final,66.8,%
final_layout,logic_area,440,um^2
route,ant_nets,0,
worst_setup_path,cp_slowest_cell,"dfxtp_2",
worst_setup_path,r2r-start,"PC_out[0]",
logic_synthesis,ys_cells,103,
timing,worst_pin_slew,147,ps
logic_synthesis,netlist.top_cell.by_area,"dfxtp_1",
logic_synthesis,area_leaders,"dfxtp_1, mux2i_1, nor2_1",
worst_setup_path,path_class,"flop to output port",
logic_synthesis,synthCells,103,
worst_setup_path,start_kind,"flop",
clock_tree,cts_hold_buf,0,
final_layout,layout_top_cells,"clkdlybuf4s50_1, dfxtp_2, mux2i_1, nor2_1, clkbuf_2",
worst_setup_path,arrival,760,ps
global_route,grt_pass1_wl,5220,um
==> Yosys cell counts <==
cell	count
dfxtp_1	32
mux2i_1	32
nor2_1	32
buf_12	3
clkbuf_1	3
buf_6	1
==> cells by family after synthesis <==
family,share of synthesized area
flops,0.551
simple gates,0.103
buf+inv,0.0710
mux,0.275
==> metal layers <==
metal	routed length, um	global-route usage
met5	0	0
met2	1560	0.0818
met1	1500	0.0637
met3	192	0.0142
met4	71	0.0113
==> layout make-up <==
type,count,share of cell area
Timing Repair Buffer,73,0.307
Clock buffer,6,0.0426
Sequential cell,32,0.351
Tap cell,105,0.0677
Multi-Input combinational cell,64,0.227
Clock inverter,2,0.00516
==> per-stage QoR <==
stage	utilization	area, um^2	std cells	hold WS [ps]
after floorplan	-	1160	103	272
after global placement	0.240	1950	273	476
after detailed placement	0.240	1950	273	482
after CTS	0.251	2040	282	420
after global routing	0.239	1940	282	436
final	0.239	1940	282	427
==> final timing paths <==
kind                                    to  cells past startpoint
worst min-delay path            PC_out[19]                      4
worst max register to register   PC_out[0]                      3
worst min register to register  PC_out[29]                      2
worst max-delay path             PC_out[6]                      1
==> worst reg2reg max path: stages (launching register included) <==
cell and delay (ps):
dfxtp_2 320, buf_4 120, mux2i_1 120, nor2_1 50
==> power by group through the flow <==
stage	Sequential [mW]	Clock (mW)	Combinational, mW
CTS	1.40	1.10	0.435
global route	1.41	1.15	0.441
finish	1.40	1.02	0.400
==> what timing repair did <==
item                                    4_1_cts  5_1_grt
endpoints found under the setup margin       32       20
gates resized                               108       20
buffers inserted                              1        0
No activity file was given, so power comes from the tool's default toggle rates.
